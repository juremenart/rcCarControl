==> ./design.v <==
`timescale 1ns/1ps
module async_fifo
  #(parameter    DATA_WIDTH    = 8,
    ADDRESS_WIDTH = 4,
    FIFO_DEPTH    = (1 << ADDRESS_WIDTH))
   (output reg  [DATA_WIDTH-1:0]        Data_out,
    output reg                      Empty_out,
    input wire                      ReadEn_in,
    input wire                      RClk,
    input wire [DATA_WIDTH-1:0]     Data_in,
    output reg                      Full_out,
    input wire                      WriteEn_in,
    input wire                      WClk,
    input wire                      Clear_in,
    output reg [ADDRESS_WIDTH-1:0]  Read_WordCount_out);
   reg [DATA_WIDTH-1:0]         Mem [FIFO_DEPTH-1:0];
   wire [ADDRESS_WIDTH-1:0]     pNextWordToWrite, pNextWordToRead;
   wire                         EqualAddresses;
   wire                         NextWriteAddressEn, NextReadAddressEn;
   wire                         Set_Status, Rst_Status;
   reg                          Status;
   wire                         PresetFull, PresetEmpty;
   wire [ADDRESS_WIDTH-1:0]      ReadPtrBin;
   wire [ADDRESS_WIDTH-1:0]      SyncWritePtrBin;
   reg [ADDRESS_WIDTH-1:0]       SyncWritePtrGray, ReadPtrGray;  
   always @ (posedge RClk)
     if (ReadEn_in &  ! Empty_out)
       Data_out <= Mem[pNextWordToRead];
   always @ (posedge WClk)
     if (WriteEn_in &  ! Full_out)
       Mem[pNextWordToWrite] <= Data_in;
   assign NextWriteAddressEn = WriteEn_in & ~Full_out;
   assign NextReadAddressEn  = ReadEn_in  & ~Empty_out;
   GrayCounter #(.COUNTER_WIDTH(ADDRESS_WIDTH)) GrayCounter_pWr
     (.GrayCount_out(pNextWordToWrite),
      .Enable_in(NextWriteAddressEn),
      .Clear_in(Clear_in),
      .Clk(WClk),
      .BinaryCount()  
      );
   GrayCounter #(.COUNTER_WIDTH(ADDRESS_WIDTH)) GrayCounter_pRd
     (.GrayCount_out(pNextWordToRead),
      .Enable_in(NextReadAddressEn),
      .Clear_in(Clear_in),
      .Clk(RClk),
      .BinaryCount()
      );
   assign EqualAddresses = (pNextWordToWrite == pNextWordToRead);
   assign Set_Status = (pNextWordToWrite[ADDRESS_WIDTH-2] ~^ pNextWordToRead[ADDRESS_WIDTH-1]) & (pNextWordToWrite[ADDRESS_WIDTH-1] ^  pNextWordToRead[ADDRESS_WIDTH-2]);
   assign Rst_Status = (pNextWordToWrite[ADDRESS_WIDTH-2] ^  pNextWordToRead[ADDRESS_WIDTH-1]) & (pNextWordToWrite[ADDRESS_WIDTH-1] ~^ pNextWordToRead[ADDRESS_WIDTH-2]);
   always @ (Set_Status, Rst_Status, Clear_in)  
     if (Rst_Status | Clear_in)
       Status = 0;   
     else if (Set_Status)
       Status = 1;   
   assign PresetFull = Status & EqualAddresses;   
   always @ (posedge WClk, posedge PresetFull)  
     if (PresetFull)
       Full_out <= 1;
     else
       Full_out <= 0;
   assign PresetEmpty = ~Status & EqualAddresses;   
   always @ (posedge RClk, posedge PresetEmpty)   
     if (PresetEmpty)
       Empty_out <= 1;
     else
       Empty_out <= 0;
   always @ (posedge RClk)
     if(Clear_in)
       begin
          SyncWritePtrGray <= {ADDRESS_WIDTH{1'b0}};
          Read_WordCount_out <= {ADDRESS_WIDTH{1'b0}};
          ReadPtrGray <= {ADDRESS_WIDTH{1'b0}};
       end
     else
       begin
          SyncWritePtrGray <= pNextWordToWrite;
          ReadPtrGray      <= pNextWordToRead;
          Read_WordCount_out <= SyncWritePtrBin - ReadPtrBin;
       end
   GrayToBin #(.NB(ADDRESS_WIDTH)) GrayToBin_wrptr
     (.gray_in(SyncWritePtrGray),
      .bin_out(SyncWritePtrBin));
   GrayToBin #(.NB(ADDRESS_WIDTH)) GrayToBin_rdptr
     (.gray_in(ReadPtrGray),
      .bin_out(ReadPtrBin));
endmodule
module GrayCounter
  #(parameter   COUNTER_WIDTH = 4)
   (output reg  [COUNTER_WIDTH-1:0]    GrayCount_out,   
    input wire Enable_in,  
    input wire Clear_in,  
    output reg [COUNTER_WIDTH-1:0]     BinaryCount,
    input wire Clk);
   always @ (posedge Clk)
     if (Clear_in) begin
        BinaryCount   <= {COUNTER_WIDTH{1'b 0}} + 1;   
     GrayCount_out <= {COUNTER_WIDTH{1'b 0}};       
  end
     else if (Enable_in) begin
        BinaryCount   <= BinaryCount + 1;
        GrayCount_out <= {BinaryCount[COUNTER_WIDTH-1],
                          BinaryCount[COUNTER_WIDTH-2:0] ^ BinaryCount[COUNTER_WIDTH-1:1]};
     end
endmodule  
module GrayToBin
  #(parameter NB=11)
   (
    input wire [NB-1:0] gray_in,
    output wire [NB-1:0] bin_out
    );
   genvar                i;
   assign bin_out[NB-1] = gray_in[NB-1];
   generate
      for(i=NB-2; i >= 0; i=i-1)
        begin : bin_out_gen
           assign bin_out[i] = gray_in[i] ^ bin_out[i+1];
        end
   endgenerate
endmodule  
==> ./run.sh <==
#!/bin/bash
# OpenROAD 26Q1-2900-gdf79404cd8, Yosys 0.63+post, stock flow scripts
make -C /OpenROAD-flow-scripts/flow DESIGN_CONFIG=/design/flow/config.mk WORK_HOME=/design/flow/orfs finish
==> ./config.mk <==
export PLATFORM = sky130hd
export DESIGN_NAME = async_fifo
export DESIGN_NICKNAME = async_fifo
export VERILOG_FILES = /design/flow/design.v
export SDC_FILE = /design/flow/constraint.sdc
export NUM_CORES = 4
export LEC_CHECK = 1
export CORE_UTILIZATION = 50
==> ./constraint.sdc <==
current_design async_fifo

set clk_period 2.6
set clk_io_pct 0.2

create_clock -name clk0 -period $clk_period [get_ports {RClk}]
create_clock -name clk1 -period $clk_period [get_ports {WClk}]

set non_clock_inputs [all_inputs -no_clocks]
set_input_delay [expr $clk_period * $clk_io_pct] -clock clk0 $non_clock_inputs
set_output_delay [expr $clk_period * $clk_io_pct] -clock clk0 [all_outputs]
==> flow_summary.html <==
<!-- implementation run metrics -->
<table>
<tr><th>Metric</th><th>Value</th></tr>
<tr><th colspan="2">Critical path</th></tr>
<tr><td>Worst path top cell family by delay</td><td>flip-flops</td></tr>
<tr><td>Max Fanout on Critical Path</td><td>15</td></tr>
<tr><td>Destination of the worst register-to-register timing path</td><td>Data_out[6]</td></tr>
<tr><td>Setup crit start kind</td><td>flip-flop</td></tr>
<tr><td>Count of buffering cells on the critical path with inverters included</td><td>1</td></tr>
<tr><td>Crit path required time</td><td>around 2600 ps</td></tr>
<tr><td>Worst reg2reg path startpoint</td><td>GrayCounter_pRd.BinaryCount[1]</td></tr>
<tr><td>Slowest CP cell</td><td>sky130_fd_sc_hd__dfxtp_2</td></tr>
<tr><td>Cell Chain, Critical Path</td><td>buf_4, mux4_2, a22oi_1, nand2_1</td></tr>
<tr><td>Minimum setup slack among reg-to-reg paths</td><td>between 500 and 600 ps</td></tr>
<tr><td>Critical setup path kind</td><td>flip-flop to flip-flop</td></tr>
<tr><td>Critical Path Sink Type</td><td>flip-flop</td></tr>
<tr><td>FF-to-FF path depth</td><td>4</td></tr>
<tr><td>Biggest cell delay along the critical path</td><td>620 ps</td></tr>
<tr><td>Arrival time of data at the critical path endpoint</td><td>2050 ps</td></tr>
<tr><th colspan="2">Power and ir drop</th></tr>
<tr><td>Switching power of the nets</td><td>roughly 0.0012 W</td></tr>
<tr><td>Switching fraction of total power</td><td>about 20%</td></tr>
<tr><td>Internal</td><td>about 0.0048 W</td></tr>
<tr><td>Power share of the clock group</td><td>between 40% and 50%</td></tr>
<tr><td>Reg power frac</td><td>between 40 and 50%</td></tr>
<tr><td>Portion of total power attributed to combinational logic</td><td>around 5.5%</td></tr>
<tr><td>Leak</td><td>~2.6 nW</td></tr>
<tr><td>Power after layout</td><td>around 0.0060 W</td></tr>
<tr><td>Power per cell area</td><td>783 mW/mm^2</td></tr>
<tr><td>IR drop worst, VDD</td><td>between 0.4 and 0.5 mV</td></tr>
<tr><th colspan="2">Flow run</th></tr>
<tr><td>Count of warning messages emitted by the tools</td><td>26</td></tr>
<tr><td>Max Cap Violations</td><td>0</td></tr>
<tr><th colspan="2">Global routing</th></tr>
<tr><td>Antenna violations before repair</td><td>0</td></tr>
<tr><td>Via count of the first global-routing pass</td><td>roughly 3.3k</td></tr>
<tr><td>First-pass GRT wire length</td><td>~18000 um</td></tr>
<tr><td>Largest net degree at the start of global routing</td><td>36</td></tr>
<tr><td>Gr ovfl total</td><td>0</td></tr>
<tr><td>Overall routing resource usage</td><td>a little over a fifth</td></tr>
<tr><th colspan="2">Yosys</th></tr>
<tr><td>Cell accounting for the most synthesized area</td><td>sky130_fd_sc_hd__edfxtp_1</td></tr>
<tr><td>Most used flip-flop cell</td><td>sky130_fd_sc_hd__edfxtp_1</td></tr>
<tr><td>Post-synth area hogs</td><td>sky130_fd_sc_hd__edfxtp_1, sky130_fd_sc_hd__dfxtp_1, sky130_fd_sc_hd__mux4_2, sky130_fd_sc_hd__mux4_1, sky130_fd_sc_hd__a22oi_1</td></tr>
<tr><td>Synthesized area divided by synthesized cell count</td><td>18.3 sq um</td></tr>
<tr><td>YS chip area</td><td>0.00648 sq mm</td></tr>
<tr><td>Synth Register Bits</td><td>~170</td></tr>
<tr><td>Cell total in the yosys stat output</td><td>around 350</td></tr>
<tr><td>Synthesized cell area</td><td>0.00648 sq mm</td></tr>
<tr><td>Most repeated cell in the gate-level netlist after synthesis</td><td>sky130_fd_sc_hd__edfxtp_1</td></tr>
<tr><td>Distinct cell type count after synthesis</td><td>37</td></tr>
<tr><td>Area share of the largest cell type after synthesis</td><td>63.1%</td></tr>
<tr><td>Number of enable-type register cells in the synthesized netlist</td><td>roughly 140</td></tr>
<tr><td>Leading cell types by count after synthesis</td><td>sky130_fd_sc_hd__edfxtp_1, sky130_fd_sc_hd__nor2_1, sky130_fd_sc_hd__dfxtp_1</td></tr>
<tr><td>Async set or reset register ratio after synthesis</td><td>~1.2%</td></tr>
<tr><td>Ys Warns</td><td>2</td></tr>
<tr><td>Gate count of the mapped netlist</td><td>approximately 350</td></tr>
<tr><th colspan="2">Final layout</th></tr>
<tr><td>Fraction of layout instances using a drive strength above 1</td><td>approximately a fifth</td></tr>
<tr><td>Final instance count without filler cells</td><td>591</td></tr>
<tr><td>Post-layout instance area</td><td>0.00769 sq mm</td></tr>
<tr><td>Synthesis-to-layout area growth</td><td>18.8%</td></tr>
<tr><th colspan="2">Timing</th></tr>
<tr><td>Setup skew after layout</td><td>~11 ps</td></tr>
<tr><td>Final total negative setup slack</td><td>0 ps</td></tr>
<tr><td>Actual slew at the worst max-slew pin</td><td>roughly 710 ps</td></tr>
<tr><td>Final hold violations</td><td>0</td></tr>
<tr><td>Fin. max-slew vios</td><td>0</td></tr>
<tr><td>Number of unconstrained endpoints</td><td>1</td></tr>
<tr><td>Slew Limit Headroom</td><td>52.5%</td></tr>
<tr><td>Register pins left without a clock</td><td>1</td></tr>
<tr><td>RSZ-0062 raised after global routing</td><td>no</td></tr>
<tr><td>Final worst-path setup slack</td><td>551 ps</td></tr>
<tr><td>Count of endpoints failing setup in the final report</td><td>0</td></tr>
<tr><th colspan="2">Clock tree</th></tr>
<tr><td>Post-CTS sizing</td><td>0</td></tr>
<tr><td>Clk pin slew, worst setup/hold paths</td><td>70 ps</td></tr>
<tr><td>Post-CTS setup buffers</td><td>0</td></tr>
<tr><td>Quantity of hold-fixing buffers added after cts</td><td>0</td></tr>
<tr><td>Clock tree from TritonCTS</td><td>done</td></tr>
<tr><th colspan="2">Drt</th></tr>
<tr><td>DRC violations left</td><td>0</td></tr>
<tr><td>Detail Route Antenna Nets</td><td>0</td></tr>
<tr><td>Average detailed-routed wire length per instance</td><td>20.3 um</td></tr>
<tr><td>Routed WL</td><td>roughly 12000 um</td></tr>
<tr><td>First DRT Iteration DRCs</td><td>between 150 and 200</td></tr>
<tr><td>Routed vias</td><td>between 3k and 4k</td></tr>
<tr><td>Detail-routed via count per cell</td><td>about 5.4</td></tr>
<tr><td>Iteration tally of the first detailed-router pass</td><td>4</td></tr>
<tr><td>Antenna Cells</td><td>0</td></tr>
<tr><th colspan="2">Run status</th></tr>
<tr><td>Status</td><td>completed</td></tr>
<tr><th colspan="2">Floorplanning</th></tr>
<tr><td>Ports</td><td>27</td></tr>
<tr><td>Chip height</td><td>between 100 and 150 um</td></tr>
<tr><td>Die Width</td><td>116 um</td></tr>
<tr><td>Placeable core region</td><td>approximately 0.013 sq mm</td></tr>
<tr><td>Fraction of the core area occupied by cells at floorplan</td><td>between 50 and 60%</td></tr>
<tr><td>FP Rows</td><td>slightly above 40</td></tr>
<tr><td>Chip Area</td><td>around 0.013 sq mm</td></tr>
<tr><th colspan="2">Placed design</th></tr>
<tr><td>Post-placement cell area</td><td>between 0.007 and 0.008 sq mm</td></tr>
<tr><td>Dpl cells</td><td>555</td></tr>
<tr><td>Last weighted congestion value of the routability-driven placer</td><td>roughly 0.8</td></tr>
<tr><td>Detailed placement HPWL</td><td>~7400 um</td></tr>
<tr><td>Number of port buffers</td><td>25</td></tr>
<tr><td>Pre-CTS worst setup slack</td><td>roughly 270 ps</td></tr>
<tr><th colspan="2">Worst hold path</th></tr>
<tr><td>Type of the worst min-delay path</td><td>flip-flop to async pin</td></tr>
</table>
## layout by cell type, fill, tap and decap left out, types with 2 or more instances in the layout
cell | netlist | routed
sky130_fd_sc_hd__edfxtp_1 | 136 | 136
sky130_fd_sc_hd__nand3b_1 | 2 | 2
sky130_fd_sc_hd__nor3_1 | 4 | 4
sky130_fd_sc_hd__clkdlybuf4s50_1 | 0 | 25
sky130_fd_sc_hd__nand2b_1 | 4 | 4
sky130_fd_sc_hd__dfstp_2 | 2 | 2
sky130_fd_sc_hd__nor2b_1 | 13 | 13
sky130_fd_sc_hd__conb_1 | 1 | 2
sky130_fd_sc_hd__mux4_1 | 12 | 12
sky130_fd_sc_hd__mux2i_1 | 6 | 6
sky130_fd_sc_hd__clkinvlp_4 | 0 | 5
sky130_fd_sc_hd__a21oi_1 | 2 | 2
sky130_fd_sc_hd__buf_4 | 1 | 25
sky130_fd_sc_hd__nand2_1 | 12 | 12
sky130_fd_sc_hd__a22oi_1 | 16 | 16
sky130_fd_sc_hd__mux4_2 | 20 | 20
sky130_fd_sc_hd__xor2_1 | 12 | 12
sky130_fd_sc_hd__clkinv_2 | 0 | 2
sky130_fd_sc_hd__xnor2_1 | 11 | 11
sky130_fd_sc_hd__inv_1 | 2 | 2
sky130_fd_sc_hd__a211oi_1 | 2 | 2
sky130_fd_sc_hd__nor2_1 | 28 | 28
sky130_fd_sc_hd__dfxtp_1 | 26 | 25
sky130_fd_sc_hd__bufinv_16 | 0 | 3
sky130_fd_sc_hd__ha_1 | 7 | 7
sky130_fd_sc_hd__nand3_1 | 4 | 4
sky130_fd_sc_hd__clkinv_1 | 0 | 3
sky130_fd_sc_hd__clkbuf_16 | 0 | 21
## power groups by stage
| stage | logic [W] | clock network (W) | registers, W |
|---|---|---|---|
| final | 0.000330 | 0.00276 | 0.00293 |
| after global routing | 0.000367 | 0.00293 | 0.00293 |
| after CTS | 0.000336 | 0.00282 | 0.00293 |
## worst min-delay path, stage by stage (launching register included)
cell                      delay (ps)
sky130_fd_sc_hd__dfxtp_2         460
sky130_fd_sc_hd__xor2_1          180
sky130_fd_sc_hd__nor4b_1          70
sky130_fd_sc_hd__nand2_1          70
## kinds of logic after synthesis
group | Yosys count | share of synthesized area [%]
simple gates | 73 | 5.53
xor+xnor | 23 | 3.11
compound gates | 21 | 2.32
flops | 164 | 71.9
other cells | 1 | 0.0579
mux | 38 | 12.8
fa+ha+maj | 8 | 1.66
buf+inv | 24 | 2.43
latches | 1 | 0.232
## metal layers
layer / global-route usage (%) / wire (um)
met5: 0 / 0
met2: 31.0 / 5760
met4: 3.76 / 219
met1: 32.9 / 4720
met3: 11.8 / 1320
## metrics by stage
stage	utilization, %	hold slack, ps
floorplan	-	497
global placement	55.5	526
detailed placement	55.5	523
CTS	60.9	477
global route	60.9	529
finish	60.9	483
## area by class of cell
class	instances	area, sq um
Timing Repair Buffer	51	458
Fill cell	928	4930
Clock inverter	14	158
Clock buffer	22	529
Sequential cell	165	4670
Tap cell	172	215
Multi-Input combinational cell	165	1650
Inverter	2	7.51
## registers in the layout, summed over array words and instances, names as in the netlist
name                           flops
Full_out                           1
ReadPtrGray                        4
GrayCounter_pRd.GrayCount_out      3
Read_WordCount_out                 4
GrayCounter_pRd.BinaryCount        4
Empty_out                          1
GrayCounter_pWr.GrayCount_out      3
GrayCounter_pWr.BinaryCount        4
SyncWritePtrGray                   4
Mem                              128
Status                             1
Data_out                           8
## how the worst max path moves through the flow
stage | from | end | slack (ps) | cells past startpoint
final | GrayCounter_pRd.BinaryCount[1] | Data_out[6] | 550 | 4
after global routing | SyncWritePtrGray[3] | Read_WordCount_out[2] | 380 | 8
after CTS | GrayCounter_pRd.BinaryCount[1] | Data_out[5] | 510 | 4
No activity file was given, so power comes from the tool's default toggle rates.
