$ cat /design/flow/design.v
module sync_pulse
  (
   input logic  rstn_i,
   input logic  a_clk_i,
   input logic  a_pulse_i,
   input logic  b_clk_i,
   output logic b_pulse_o
   );
   logic        a_hold;
   logic [1:0]  a_sync;
   logic [1:0]  b_sync;
   always_ff @(posedge a_clk_i)
     if(!rstn_i)
       begin
          a_hold <= 1'b0;
       end
     else
       begin
          if(a_pulse_i)
            a_hold <= 1'b1;
          else if(a_sync[1])
            a_hold <= 1'b0;
       end  
   always_ff @(posedge a_clk_i)
     if(!rstn_i)
       begin
          a_sync <= '0;
       end
     else
       begin
          a_sync[1] <= a_sync[0];
          a_sync[0] <= b_sync[1];
       end
   always_ff @(posedge b_clk_i)
     if(!rstn_i)
       begin
          b_sync <= '0;
       end
     else
       begin
          b_sync[0] <= a_hold;
          b_sync[1] <= b_sync[0];
       end
   always_ff @(posedge b_clk_i)
     if(!rstn_i)
       begin
          b_pulse_o <= 'b0;
       end
     else
       begin
          if(b_sync[0] && !b_sync[1])
            b_pulse_o <= 1'b1;
          else
            b_pulse_o <= 1'b0;
       end  
endmodule: sync_pulse
$ cat /design/flow/config.mk
export PLATFORM = sky130hd
export DESIGN_NAME = sync_pulse
export DESIGN_NICKNAME = sync_pulse
export VERILOG_FILES = /design/flow/design.v
export SDC_FILE = /design/flow/constraint.sdc
export NUM_CORES = 4
export LEC_CHECK = 1
export CORE_AREA = 10 10 70 70
export DIE_AREA = 0 0 80 80
$ cat /design/flow/run.sh
#!/bin/bash
# OpenROAD 26Q1-2900-gdf79404cd8, Yosys 0.63+post, stock flow scripts
make -C /OpenROAD-flow-scripts/flow DESIGN_CONFIG=/design/flow/config.mk WORK_HOME=/design/flow/orfs finish
$ cat /design/flow/constraint.sdc
current_design sync_pulse

set clk_period 1.1
set clk_io_pct 0.2

create_clock -name clk0 -period $clk_period [get_ports {a_clk_i}]
create_clock -name clk1 -period $clk_period [get_ports {b_clk_i}]

set non_clock_inputs [all_inputs -no_clocks]
set_input_delay [expr $clk_period * $clk_io_pct] -clock clk0 $non_clock_inputs
set_output_delay [expr $clk_period * $clk_io_pct] -clock clk0 [all_outputs]
==> summary.txt <==
impl run done, here's what came out: RSZ-0062 raised after global routing no, routability cong. 0.577, worst-margin pin slew 0.139 ns, mean area per synthesized cell 13.0 um^2, number of cell rows 21, r2r setup slk 0.41 ns, WS Path Type flop to output pin, met3 wire len 67 um, CP max-delay cell dfxtp_1, vias per inst 1.83, WHS Path Cells 1, core area 3420 um^2, worst hold margin 0.451 ns, setup violators final 0, Initial DRC Count 6, routed wire length 359 um, Port Buf Inserts 3, Worst R2R End b_pulse_o, critical path data arrival time 0.76 ns, pin count of the biggest net entering global routing 6, GRT Overall Usage 0.0130, worst path bufs/invs 1, vias in the first global route 155, outcome finished, final reports clean, DIE AREA 6400 um^2, area leader, netlist dfxtp_1, layout cell share with drive strength beyond 1 0.292, worst setup margin 0.123 ns, Lkg Pwr 0.119 nW, diodes inserted 0, Comb pwr share 0.031, Cell area leaders dfxtp_1 (71%), and2_1 (11%), and2_4 (5.2%), Pwr Density 2050 nW/um^2, Worst Hold Class flop to flop, fp util 0.0495, placed cell count 62, drt wl/cell 5.13 um, highest metal used met3, clock skew 0.00140 ns, chip width 80 um, Clk pin slew, worst setup/hold paths 0.04 ns, crit path cell chain dlygate4sd2_1, Worst setup EP type output pin, Max-area cell share 0.711, routed via count 128, worst hold start a_sync[0], maxcap violations 0, Cell Int Power 513 uW, post-route insts no fill 70, Crit path max-delay family flip-flops, Fin. Hold Viols 0, Initial DRT Pass Iterations 2, Top-Level Pins 5, tool warnings 26, Registers, synthesis 6, Clock power frac 0.604, DRT antenna net count 0, Synth warnings 1, hold endpoint a_sync[1], CTS tree yes, # clock sinks 6, CP max stage delay 0.29 ns, switching part of the total 0.186, drc violations 0, Worst Reg-to-Reg Cells 2, WP depth 1, Pins Over Slew Limit 0, Chip Area, Yosys 169 um^2, met2 routed WL 113 um, Yosys cell types 6, Crit Path Max Fanout 1, worst vdd ir 0.753 mV, initial antenna violation count 0, area grow syn2layout 82.2%, startpoint type of the worst setup path flop, Mapped Cells 13, Post-Route Utilization 0.0901, Max-slew headroom 0.907, detailed placement HPWL 263 um, post-synth design cell area 169 um^2, Post-synth seq share 0.711, first-pass GRT wire length 586 um, ys cells 13, sequential fraction of design power 0.365, DRT met1 WL 178 um, gr ovfl total 0, Die H 80 um, Critical Path RT 0.88 ns, Reg-to-Reg Start b_sync[0], pre-CTS setup slack -0.0140 ns, Switching Power 117 uW
[Yosys cell counts]
library cell,count
dfxtp_1,6
and2_4,1
o21a_1,1
and2_1,3
nor2b_1,1
and2b_1,1
[flip-flops by register name, indices dropped and copies added, names as in the netlist]
name / flops
b_pulse_o: 1
a_sync: 2
a_hold: 1
b_sync: 2
[cell usage in the layout, fill, tap and decap left out, drive strengths merged]
cell,Yosys,layout
dlygate4sd2,0,1
clkbuf,0,8
clkdlybuf4s50,0,2
nor2b,1,1
and2,4,4
dfxtp,6,6
and2b,1,1
o21a,1,1
[final cells by class]
type	instances	area, um^2
fillers	406	3110
repair buffers	3	28.8
multi-input cells	7	48.8
flip-flops and latches	6	120
well taps	46	57.6
clock buffers	8	52.6
[metal layers]
layer | vias up | global-route usage
li1 | 61 | -
met1 | 60 | 0.0120
met2 | 7 | 0.0104
met3 | 0 | 0.0227
met4 | 0 | 0.00880
met5 | - | 0
[power groups by stage]
stage	logic, mW	registers (mW)	clock network [mW]
6_report	0.0197	0.230	0.381
5_1_grt	0.0215	0.231	0.427
4_1_cts	0.0202	0.230	0.399
[cells by family after synthesis]
family	share of synthesized area
compound gates	0.0445
flops	0.711
simple gates	0.245
[how the worst max path moves through the flow]
| stage | to | from |
|---|---|---|
| CTS | b_pulse_o | b_pulse_o |
| global route | b_pulse_o | b_pulse_o |
| finish | b_pulse_o | b_pulse_o |
[stage by stage]
step                      cell area [um^2]  power (mW)  TNS [ns]
after floorplan                        169       0.240         0
after global placement                 256       0.252         0
after detailed placement               256       0.254   -0.0140
after CTS                              308       0.650         0
after global routing                   308       0.679         0
final                                  308       0.630         0
[repair_timing]
action                     CTS  global route
setup buffers                0             0
gates resized                1             0
hold buffers                 0             0
setup endpoints to repair    1             0
No activity file was given, so power comes from the tool's default toggle rates.
